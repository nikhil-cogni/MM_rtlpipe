File: flow/run.sh
#!/bin/bash
# OpenROAD 26Q1-2900-gdf79404cd8, Yosys 0.63+post, stock flow scripts
make -C /OpenROAD-flow-scripts/flow DESIGN_CONFIG=/design/flow/config.mk WORK_HOME=/design/flow/orfs finish
File: flow/config.mk
export PLATFORM = sky130hd
export DESIGN_NAME = logic_then_pipe
export DESIGN_NICKNAME = logic_then_pipe
export VERILOG_FILES = /design/flow/design.v
export SDC_FILE = /design/flow/constraint.sdc
export NUM_CORES = 4
export LEC_CHECK = 1
export CORE_AREA = 10 10 77 77
export DIE_AREA = 0 0 87 87
File: flow/constraint.sdc
current_design logic_then_pipe

set clk_period 1.0
set clk_io_pct 0.2

create_clock -name clk0 -period $clk_period [get_ports {clk}]

set non_clock_inputs [all_inputs -no_clocks]
set_input_delay [expr $clk_period * $clk_io_pct] -clock clk0 $non_clock_inputs
set_output_delay [expr $clk_period * $clk_io_pct] -clock clk0 [all_outputs]
File: flow/design.v
module arithmetic_op1 #(parameter WIDTH = 8) (
    input logic [WIDTH-1:0] a,
    input logic [WIDTH-1:0] b,
    output logic [WIDTH-1:0] c
);
    assign c = a + (b[WIDTH/2-1:0] << 1);
endmodule
module arithmetic_op2 #(parameter WIDTH = 8) (
    input logic [WIDTH-1:0] a,
    input logic [WIDTH-1:0] b,
    output logic [WIDTH-1:0] c
);
    assign c = a ^ (b >> 2);
endmodule
module arithmetic_op3 #(parameter WIDTH = 8) (
    input logic [WIDTH-1:0] a,
    input logic [WIDTH-1:0] b,
    output logic [WIDTH-1:0] c
);
    assign c = a[WIDTH-1:WIDTH/2] + b[WIDTH/2-1:0];
endmodule
module arithmetic_op4 #(parameter WIDTH = 8) (
    input logic [WIDTH-1:0] a,
    input logic [WIDTH-1:0] b,
    output logic [WIDTH-1:0] c
);
    assign c = (a & b) + a;
endmodule
module arithmetic_op5 #(parameter WIDTH = 8) (
    input logic [WIDTH-1:0] a,
    input logic [WIDTH-1:0] b,
    output logic [WIDTH-1:0] c
);
    assign c = a - (b << 3);
endmodule
module arithmetic_op6 #(parameter WIDTH = 8) (
    input logic [WIDTH-1:0] a,
    input logic [WIDTH-1:0] b,
    output logic [WIDTH-1:0] c
);
    assign c = (a | b) + WIDTH/4;
endmodule
module arithmetic_op7 #(parameter WIDTH = 8) (
    input logic [WIDTH-1:0] a,
    input logic [WIDTH-1:0] b,
    output logic [WIDTH-1:0] c
);
    assign c = {a[WIDTH-1:WIDTH/2] ^ b[WIDTH/2-1:0], a[WIDTH/2-1:0]};
endmodule
module arithmetic_op8 #(parameter WIDTH = 8) (
    input logic [WIDTH-1:0] a,
    input logic [WIDTH-1:0] b,
    output logic [WIDTH-1:0] c
);
    assign c = a + {b[WIDTH/4-1:0], b[WIDTH-1:WIDTH-WIDTH/4]};
endmodule
module arithmetic_op9 #(parameter WIDTH = 8) (
    input logic [WIDTH-1:0] a,
    input logic [WIDTH-1:0] b,
    output logic [WIDTH-1:0] c
);
    assign c = a[WIDTH-1] ? a + b : a - b;
endmodule
module arithmetic_op10 #(parameter WIDTH = 8) (
    input logic [WIDTH-1:0] a,
    input logic [WIDTH-1:0] b,
    output logic [WIDTH-1:0] c
);
    assign c = ((a & b) ^ (a | b)) + {{(WIDTH/2){1'b0}}, a[WIDTH/2-1:0]};
endmodule
module arithmetic_op11 #(parameter WIDTH = 8) (
    input logic [WIDTH-1:0] a,
    input logic [WIDTH-1:0] b,
    output logic [WIDTH-1:0] c
);
    assign c = a + {b[WIDTH-WIDTH/4-1:0], b[WIDTH-1:WIDTH-WIDTH/4]};
endmodule
module arithmetic_op12 #(parameter WIDTH = 8) (
    input logic [WIDTH-1:0] a,
    input logic [WIDTH-1:0] b,
    output logic [WIDTH-1:0] c
);
    logic [WIDTH-1:0] b_reversed;
    genvar i;
    generate
        for (i = 0; i < WIDTH; i = i + 1) begin : reverse_bits
            assign b_reversed[i] = b[WIDTH-1-i];
        end
    endgenerate
    assign c = a + b_reversed;
endmodule
module arithmetic_op13 #(parameter WIDTH = 8) (
    input logic [WIDTH-1:0] a,
    input logic [WIDTH-1:0] b,
    output logic [WIDTH-1:0] c
);
    logic [WIDTH-1:0] mask;
    assign mask = (1 << (b % WIDTH)) - 1;
    assign c = a & mask;
endmodule
module arithmetic_op14 #(parameter WIDTH = 8) (
    input logic [WIDTH-1:0] a,
    input logic [WIDTH-1:0] b,
    output logic [WIDTH-1:0] c
);
    genvar i;
    generate
        for (i = 0; i < WIDTH/2; i = i + 1) begin : interleave_bits
            assign c[i*2] = a[i+WIDTH/2];
            assign c[i*2+1] = b[i+WIDTH/2];
        end
    endgenerate
endmodule
module arithmetic_op15 #(parameter WIDTH = 8) (
    input logic [WIDTH-1:0] a,
    input logic [WIDTH-1:0] b,
    output logic [WIDTH-1:0] c
);
    assign c = (a > b) ? (a + (b << 1)) : (a - (b >> 1));
endmodule
module arithmetic_op16 #(parameter WIDTH = 8) (
    input logic [WIDTH-1:0] a,
    input logic [WIDTH-1:0] b,
    output logic [WIDTH-1:0] c
);
    assign c = {{(a[WIDTH-1:WIDTH/2] & b[WIDTH-1:WIDTH/2])}, {(a[WIDTH/2-1:0] ^ b[WIDTH/2-1:0])}};
endmodule
module arithmetic_op17 #(parameter WIDTH = 8) (
    input logic [WIDTH-1:0] a,
    input logic [WIDTH-1:0] b,
    output logic [WIDTH-1:0] c
);
    logic [WIDTH-1:0] mask;
    genvar i;
    generate
        for (i = 0; i < WIDTH; i = i + 1) begin : create_mask
            assign mask[i] = (i % 2 == 0) ? 1'b1 : 1'b0;
        end
    endgenerate
    assign c = a + (b & mask);
endmodule
module arithmetic_op18 #(parameter WIDTH = 8) (
    input logic [WIDTH-1:0] a,
    input logic [WIDTH-1:0] b,
    output logic [WIDTH-1:0] c
);
    assign c = a + (~a & b);
endmodule
module arithmetic_op19 #(parameter WIDTH = 8) (
    input logic [WIDTH-1:0] a,
    input logic [WIDTH-1:0] b,
    output logic [WIDTH-1:0] c
);
    assign c = {{(a[WIDTH-1:WIDTH/2] + b[WIDTH-1:WIDTH/2])}, {(a[WIDTH/2-1:0] - b[WIDTH/2-1:0])}};
endmodule
module arithmetic_op20 #(parameter WIDTH = 8) (
    input logic [WIDTH-1:0] a,
    input logic [WIDTH-1:0] b,
    output logic [WIDTH-1:0] c
);
    assign c = (a + b) ^ (a - b);
endmodule
module arithmetic_op21 #(parameter WIDTH = 8) (
    input logic [WIDTH-1:0] a,
    input logic [WIDTH-1:0] b,
    output logic [WIDTH-1:0] c
);
    assign c = (a[WIDTH/4-1:0] << (WIDTH/2)) + {{(3*WIDTH/4){1'b0}}, b[WIDTH-1:3*WIDTH/4]};
endmodule
module arithmetic_op22 #(parameter WIDTH = 8) (
    input logic [WIDTH-1:0] a,
    input logic [WIDTH-1:0] b,
    output logic [WIDTH-1:0] c
);
    logic [WIDTH/2-1:0] middle;
    assign middle = a[3*WIDTH/4-1:WIDTH/4] + b[3*WIDTH/4-1:WIDTH/4];
    assign c = {a[WIDTH-1:3*WIDTH/4], middle, b[WIDTH/4-1:0]};
endmodule
module arithmetic_op23 #(parameter WIDTH = 8) (
    input logic [WIDTH-1:0] a,
    input logic [WIDTH-1:0] b,
    output logic [WIDTH-1:0] c
);
    assign c = a[0] ? ((a & b) + (a | b)) : ((a ^ b) - (a & b));
endmodule
module arithmetic_op24 #(parameter WIDTH = 8) (
    input logic [WIDTH-1:0] a,
    input logic [WIDTH-1:0] b,
    output logic [WIDTH-1:0] c
);
    genvar i;
    generate
        for (i = 0; i < WIDTH; i = i + 1) begin : alternate_ops
            assign c[i] = (i % 2 == 0) ? (a[i] & b[i]) : (a[i] | b[i]);
        end
    endgenerate
endmodule
module arithmetic_op25 #(parameter WIDTH = 8) (
    input logic [WIDTH-1:0] a,
    input logic [WIDTH-1:0] b,
    output logic [WIDTH-1:0] c
);
    assign c = a + (b >> 1) + (b >> 2) + (b >> 3);
endmodule
module logic_then_pipe #(
    parameter MODULE_ID = 1,   
    parameter WIDTH = 8,        
    parameter PIPE_STAGES = 2   
) (
    input logic clk,
    input logic reset,
    input logic [WIDTH-1:0] a,
    input logic [WIDTH-1:0] b,
    output logic [WIDTH-1:0] c
);
    logic [WIDTH-1:0] combo_out;
    logic [WIDTH-1:0] pipe_regs [PIPE_STAGES:0];
    generate
        case (MODULE_ID)
            1: arithmetic_op1 #(WIDTH) combo_logic (.a(a), .b(b), .c(combo_out));
            2: arithmetic_op2 #(WIDTH) combo_logic (.a(a), .b(b), .c(combo_out));
            3: arithmetic_op3 #(WIDTH) combo_logic (.a(a), .b(b), .c(combo_out));
            4: arithmetic_op4 #(WIDTH) combo_logic (.a(a), .b(b), .c(combo_out));
            5: arithmetic_op5 #(WIDTH) combo_logic (.a(a), .b(b), .c(combo_out));
            6: arithmetic_op6 #(WIDTH) combo_logic (.a(a), .b(b), .c(combo_out));
            7: arithmetic_op7 #(WIDTH) combo_logic (.a(a), .b(b), .c(combo_out));
            8: arithmetic_op8 #(WIDTH) combo_logic (.a(a), .b(b), .c(combo_out));
            9: arithmetic_op9 #(WIDTH) combo_logic (.a(a), .b(b), .c(combo_out));
            10: arithmetic_op10 #(WIDTH) combo_logic (.a(a), .b(b), .c(combo_out));
            11: arithmetic_op11 #(WIDTH) combo_logic (.a(a), .b(b), .c(combo_out));
            12: arithmetic_op12 #(WIDTH) combo_logic (.a(a), .b(b), .c(combo_out));
            13: arithmetic_op13 #(WIDTH) combo_logic (.a(a), .b(b), .c(combo_out));
            14: arithmetic_op14 #(WIDTH) combo_logic (.a(a), .b(b), .c(combo_out));
            15: arithmetic_op15 #(WIDTH) combo_logic (.a(a), .b(b), .c(combo_out));
            16: arithmetic_op16 #(WIDTH) combo_logic (.a(a), .b(b), .c(combo_out));
            17: arithmetic_op17 #(WIDTH) combo_logic (.a(a), .b(b), .c(combo_out));
            18: arithmetic_op18 #(WIDTH) combo_logic (.a(a), .b(b), .c(combo_out));
            19: arithmetic_op19 #(WIDTH) combo_logic (.a(a), .b(b), .c(combo_out));
            20: arithmetic_op20 #(WIDTH) combo_logic (.a(a), .b(b), .c(combo_out));
            21: arithmetic_op21 #(WIDTH) combo_logic (.a(a), .b(b), .c(combo_out));
            22: arithmetic_op22 #(WIDTH) combo_logic (.a(a), .b(b), .c(combo_out));
            23: arithmetic_op23 #(WIDTH) combo_logic (.a(a), .b(b), .c(combo_out));
            24: arithmetic_op24 #(WIDTH) combo_logic (.a(a), .b(b), .c(combo_out));
            25: arithmetic_op25 #(WIDTH) combo_logic (.a(a), .b(b), .c(combo_out));
            default: arithmetic_op1 #(WIDTH) combo_logic (.a(a), .b(b), .c(combo_out));
        endcase
    endgenerate
    assign pipe_regs[0] = combo_out;
    genvar i;
    generate
        for (i = 1; i <= PIPE_STAGES; i = i + 1) begin : pipe_stage
            always_ff @(posedge clk or posedge reset) begin
                if (reset) begin
                    pipe_regs[i] <= '0;
                end else begin
                    pipe_regs[i] <= pipe_regs[i-1];
                end
            end
        end
    endgenerate
    assign c = pipe_regs[PIPE_STAGES];
endmodule
module pipe_then_logic #(
    parameter MODULE_ID = 1,   
    parameter WIDTH = 8,        
    parameter PIPE_STAGES = 2   
) (
    input logic clk,
    input logic reset,
    input logic [WIDTH-1:0] a,
    input logic [WIDTH-1:0] b,
    output logic [WIDTH-1:0] c
);
    logic [WIDTH-1:0] a_pipe [PIPE_STAGES:0];
    logic [WIDTH-1:0] b_pipe [PIPE_STAGES:0];
    assign a_pipe[0] = a;
    assign b_pipe[0] = b;
    genvar i;
    generate
        for (i = 1; i <= PIPE_STAGES; i = i + 1) begin : pipe_stage
            always_ff @(posedge clk or posedge reset) begin
                if (reset) begin
                    a_pipe[i] <= '0;
                    b_pipe[i] <= '0;
                end else begin
                    a_pipe[i] <= a_pipe[i-1];
                    b_pipe[i] <= b_pipe[i-1];
                end
            end
        end
    endgenerate
    generate
        case (MODULE_ID)
            1: arithmetic_op1 #(WIDTH) combo_logic (.a(a_pipe[PIPE_STAGES]), .b(b_pipe[PIPE_STAGES]), .c(c));
            2: arithmetic_op2 #(WIDTH) combo_logic (.a(a_pipe[PIPE_STAGES]), .b(b_pipe[PIPE_STAGES]), .c(c));
            3: arithmetic_op3 #(WIDTH) combo_logic (.a(a_pipe[PIPE_STAGES]), .b(b_pipe[PIPE_STAGES]), .c(c));
            4: arithmetic_op4 #(WIDTH) combo_logic (.a(a_pipe[PIPE_STAGES]), .b(b_pipe[PIPE_STAGES]), .c(c));
            5: arithmetic_op5 #(WIDTH) combo_logic (.a(a_pipe[PIPE_STAGES]), .b(b_pipe[PIPE_STAGES]), .c(c));
            6: arithmetic_op6 #(WIDTH) combo_logic (.a(a_pipe[PIPE_STAGES]), .b(b_pipe[PIPE_STAGES]), .c(c));
            7: arithmetic_op7 #(WIDTH) combo_logic (.a(a_pipe[PIPE_STAGES]), .b(b_pipe[PIPE_STAGES]), .c(c));
            8: arithmetic_op8 #(WIDTH) combo_logic (.a(a_pipe[PIPE_STAGES]), .b(b_pipe[PIPE_STAGES]), .c(c));
            9: arithmetic_op9 #(WIDTH) combo_logic (.a(a_pipe[PIPE_STAGES]), .b(b_pipe[PIPE_STAGES]), .c(c));
            10: arithmetic_op10 #(WIDTH) combo_logic (.a(a_pipe[PIPE_STAGES]), .b(b_pipe[PIPE_STAGES]), .c(c));
            11: arithmetic_op11 #(WIDTH) combo_logic (.a(a_pipe[PIPE_STAGES]), .b(b_pipe[PIPE_STAGES]), .c(c));
            12: arithmetic_op12 #(WIDTH) combo_logic (.a(a_pipe[PIPE_STAGES]), .b(b_pipe[PIPE_STAGES]), .c(c));
            13: arithmetic_op13 #(WIDTH) combo_logic (.a(a_pipe[PIPE_STAGES]), .b(b_pipe[PIPE_STAGES]), .c(c));
            14: arithmetic_op14 #(WIDTH) combo_logic (.a(a_pipe[PIPE_STAGES]), .b(b_pipe[PIPE_STAGES]), .c(c));
            15: arithmetic_op15 #(WIDTH) combo_logic (.a(a_pipe[PIPE_STAGES]), .b(b_pipe[PIPE_STAGES]), .c(c));
            16: arithmetic_op16 #(WIDTH) combo_logic (.a(a_pipe[PIPE_STAGES]), .b(b_pipe[PIPE_STAGES]), .c(c));
            17: arithmetic_op17 #(WIDTH) combo_logic (.a(a_pipe[PIPE_STAGES]), .b(b_pipe[PIPE_STAGES]), .c(c));
            18: arithmetic_op18 #(WIDTH) combo_logic (.a(a_pipe[PIPE_STAGES]), .b(b_pipe[PIPE_STAGES]), .c(c));
            19: arithmetic_op19 #(WIDTH) combo_logic (.a(a_pipe[PIPE_STAGES]), .b(b_pipe[PIPE_STAGES]), .c(c));
            20: arithmetic_op20 #(WIDTH) combo_logic (.a(a_pipe[PIPE_STAGES]), .b(b_pipe[PIPE_STAGES]), .c(c));
            21: arithmetic_op21 #(WIDTH) combo_logic (.a(a_pipe[PIPE_STAGES]), .b(b_pipe[PIPE_STAGES]), .c(c));
            22: arithmetic_op22 #(WIDTH) combo_logic (.a(a_pipe[PIPE_STAGES]), .b(b_pipe[PIPE_STAGES]), .c(c));
            23: arithmetic_op23 #(WIDTH) combo_logic (.a(a_pipe[PIPE_STAGES]), .b(b_pipe[PIPE_STAGES]), .c(c));
            24: arithmetic_op24 #(WIDTH) combo_logic (.a(a_pipe[PIPE_STAGES]), .b(b_pipe[PIPE_STAGES]), .c(c));
            25: arithmetic_op25 #(WIDTH) combo_logic (.a(a_pipe[PIPE_STAGES]), .b(b_pipe[PIPE_STAGES]), .c(c));
            default: arithmetic_op1 #(WIDTH) combo_logic (.a(a_pipe[PIPE_STAGES]), .b(b_pipe[PIPE_STAGES]), .c(c));
        endcase
    endgenerate
endmodule
==> impl_metrics.env <==
# physical design summary
export IMPL_status="complete, but fails checks"
export IMPL_violations="negative setup slack"
export IMPL_yosysMostFrequentCell="dfrtp_1"
export IMPL_ys_seq_share_pct=66.7
export IMPL_htreeDepth=1
export IMPL_dr_pass1_iters=4
export IMPL_wl_per_cell_um=9.78
export IMPL_die_area_um2=7570
export IMPL_io_pin_count=26
export IMPL_critPathCaptureType="flop"
export IMPL_crit_arrival_ns=1.31
export IMPL_path_cells="buf_6 > ha_4 > inv_2 > fa_2 > nor2b_1 > o21a_1 > o211ai_2 > xnor2_1"
export IMPL_place_hpwl_um=1040
export IMPL_clockBufferDepth=2
export IMPL_top_cells_by_count="dfrtp_1 (16), inv_1 (6), ha_1 (4)"
export IMPL_die_h_um=87
export IMPL_grt_start_max_net_pins=17
export IMPL_yosys_area_top_type="dfrtp_1"
export IMPL_p_clk_share_pct=35.0
export IMPL_synth_cell_types=15
export IMPL_drc=0
export IMPL_p_leak_nw=0.450
export IMPL_yosysWarningCount=2
export IMPL_critPathBufInv=2
export IMPL_syn2layout_area_growth_pct=62.9
export IMPL_seq_area_um2=400
export IMPL_max_flop_register="pipe_regs"
export IMPL_fill_cells=445
export IMPL_ant_nets=0
export IMPL_path_delay_family="adder cells"
export IMPL_fin_setup_tns_ns=-0.367
export IMPL_post_route_period_util_pct=119
export IMPL_globalplace_congestion=0.766
export IMPL_finalMaxSlewViolations=0
export IMPL_edf_count=0
export IMPL_logic_area_um2=220
export IMPL_hold_path_class="primary input to flop"
export IMPL_fp_util_pct=13.8
export IMPL_worstSkewPairLatency_ns=0.24
export IMPL_fmax_ghz=0.843
export IMPL_cts_tree="yes"
export IMPL_netlist_area_um2=601
export IMPL_async_flop_share_pct=100
export IMPL_cts_sinks=16
export IMPL_grt_pass1_vias=428
export IMPL_regToRegEndpoint="pipe_regs[2][1]$_DFF_PP0_"
export IMPL_critical_path_class="primary input to flop"
export IMPL_p_total_mw=1.53
export IMPL_p_int_mw=1.23
export IMPL_finalHoldViolations=0
export IMPL_rr_startpoint="pipe_regs[1][1]$_DFF_PP0_"
export IMPL_cts_buffers=3
export IMPL_slew_headroom_pct=86.3
export IMPL_ys_area_um2=601
export IMPL_worst_pin_slew_ns=0.204
export IMPL_antenna_found_initial=0
export IMPL_ys_flops=16
export IMPL_rsz0062_at_grt="true"
export IMPL_setup_viol=3
export IMPL_grt_overflow=0
export IMPL_path_depth=8
export IMPL_crit_fanout=2
export IMPL_drt_iter0_markers=9
export IMPL_crit_path_start_kind="primary input"
export IMPL_yosys_top_cells_area="dfrtp_1 (67%), ha_1 (8.3%), xnor2_1 (4.4%)"
export IMPL_fp_coreArea_um2=4350
export IMPL_syn_inst=42
export IMPL_port_buffers=21
export IMPL_openroad_warnings=32
export IMPL_p_sw_mw=0.301
export IMPL_wl_um=1220
export IMPL_cpPeakStageDelay_ns=0.35
export IMPL_worst_path_max_delay_cell="fa_2"
export IMPL_power_frac_comb_pct=15.6
export IMPL_critPathRequiredTime_ns=1.13
export IMPL_ys_cells=42
export IMPL_clk_pin_slew_ns=0.06
export IMPL_p_sw_share_pct=19.7
export IMPL_vias_per_cell=3.08
export IMPL_fin_crit_ns=1.19
export IMPL_worst_slack_ns=-0.186
export IMPL_reg_largest_list="pipe_regs: 16 flops"
export IMPL_reg2reg_depth=0
export IMPL_fin_hold_ws_ns=0.171
export IMPL_cp_startpoint="a[1]"
export IMPL_p_per_area_nw_per_um2=1560
export IMPL_synth_area_per_cell_um2=14.3
export IMPL_track_usage_pct=3.12
export IMPL_num_antenna_cells=0
export IMPL_grt_pass1_wl_um=1930
export IMPL_cts_hold_buffers=0
export IMPL_layout_drive_gt1_share_pct=42.5
export IMPL_vias=385
export IMPL_endpoint="pipe_regs[1][7]$_DFF_PP0_"
export IMPL_seqPwrFrac_pct=49.4
export IMPL_cts_setup_buffers=0
export IMPL_die_w_um=87
export IMPL_cts_root_buf="clkbuf_8"
export IMPL_worst_clock_skew_ns=0.00119
export IMPL_largest_reg_flops=16
export IMPL_ir_worst_vdd_mv=0.468
export IMPL_synth_top_flop_cell="dfrtp_1"
export IMPL_maxCapViolations=0
export IMPL_r2r_slack_ns=0.53
export IMPL_row_count=24
export IMPL_top_area_share_pct=66.7
logic make-up after synthesis:
logic type	after synthesis	share of synthesized area [%]
adder cells (fa/ha/maj)	5	11.7
XOR/XNOR	5	7.29
AND-OR/OR-AND	5	6.67
buffers and inverters	6	3.75
AND/OR/NAND/NOR	5	3.96
flip-flops	16	66.7
timing repair:
action,CTS,global route
endpoints found under the setup margin,14,12
pin swaps,6,7
gates resized,37,15
metrics by stage:
step	instance area (µm²)	setup WS, ns	util [%]	instances
after global routing	978	-0.242	22.5	125
after floorplan	616	-0.279	-	42
after CTS	1020	-0.204	23.3	125
final	978	-0.186	22.5	125
after global placement	948	-0.844	21.8	121
after detailed placement	948	-0.871	21.8	121
placed cells by master, fill, tap and decap left out, types with 2 or more instances in the layout:
| cell | count |
|---|---|
| inv_1 | 4 |
| inv_2 | 2 |
| buf_6 | 2 |
| clkdlybuf4s50_1 | 4 |
| nand3_1 | 2 |
| clkbuf_2 | 11 |
| clkbuf_8 | 4 |
| ha_4 | 3 |
| dlygate4sd2_1 | 2 |
| xor2_1 | 2 |
| buf_4 | 5 |
| xnor2_1 | 3 |
| dfrtp_1 | 16 |
worst min-delay path by stage:
stage	start	endpoint	cells after the start
6_report	b[0]	pipe_regs[1][1]$_DFF_PP0_	2
5_1_grt	b[0]	pipe_regs[1][1]$_DFF_PP0_	2
4_1_cts	a[1]	pipe_regs[1][1]$_DFF_PP0_	2
power by group through the flow:
stage	logic [mW]	clock network, mW	registers, mW
after CTS	0.264	0.555	0.756
after global routing	0.276	0.585	0.765
final	0.239	0.535	0.754
layout make-up:
cell class	instances	area share [%]
Sequential cell	16	40.9
Multi-Input combinational cell	20	22.5
Timing Repair Buffer	27	22.0
Tap cell	52	6.65
Clock buffer	4	5.63
Inverter	6	2.30
routing by layer:
| layer | GRT usage, % | vias to the layer above | routed length, µm |
|---|---|---|---|
| li1 | - | 195 | - |
| met1 | 3.80 | 171 | 528 |
| met2 | 4.53 | 17 | 507 |
| met3 | 1.70 | 2 | 160 |
| met4 | 1.18 | 0 | 27 |
| met5 | 0 | - | 0 |
Power is estimated from default activity; no workload was simulated.
