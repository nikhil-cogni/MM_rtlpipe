`design/flow/design.v`:
```
module arithmetic_op1 #(parameter WIDTH = 8) (
    input logic [WIDTH-1:0] a,
    input logic [WIDTH-1:0] b,
    output logic [WIDTH-1:0] c
);
    assign c = a + (b[WIDTH/2-1:0] << 1);
endmodule
module arithmetic_op2 #(parameter WIDTH = 8) (
    input logic [WIDTH-1:0] a,
    input logic [WIDTH-1:0] b,
    output logic [WIDTH-1:0] c
);
    assign c = a ^ (b >> 2);
endmodule
module arithmetic_op3 #(parameter WIDTH = 8) (
    input logic [WIDTH-1:0] a,
    input logic [WIDTH-1:0] b,
    output logic [WIDTH-1:0] c
);
    assign c = a[WIDTH-1:WIDTH/2] + b[WIDTH/2-1:0];
endmodule
module arithmetic_op4 #(parameter WIDTH = 8) (
    input logic [WIDTH-1:0] a,
    input logic [WIDTH-1:0] b,
    output logic [WIDTH-1:0] c
);
    assign c = (a & b) + a;
endmodule
module arithmetic_op5 #(parameter WIDTH = 8) (
    input logic [WIDTH-1:0] a,
    input logic [WIDTH-1:0] b,
    output logic [WIDTH-1:0] c
);
    assign c = a - (b << 3);
endmodule
module arithmetic_op6 #(parameter WIDTH = 8) (
    input logic [WIDTH-1:0] a,
    input logic [WIDTH-1:0] b,
    output logic [WIDTH-1:0] c
);
    assign c = (a | b) + WIDTH/4;
endmodule
module arithmetic_op7 #(parameter WIDTH = 8) (
    input logic [WIDTH-1:0] a,
    input logic [WIDTH-1:0] b,
    output logic [WIDTH-1:0] c
);
    assign c = {a[WIDTH-1:WIDTH/2] ^ b[WIDTH/2-1:0], a[WIDTH/2-1:0]};
endmodule
module arithmetic_op8 #(parameter WIDTH = 8) (
    input logic [WIDTH-1:0] a,
    input logic [WIDTH-1:0] b,
    output logic [WIDTH-1:0] c
);
    assign c = a + {b[WIDTH/4-1:0], b[WIDTH-1:WIDTH-WIDTH/4]};
endmodule
module arithmetic_op9 #(parameter WIDTH = 8) (
    input logic [WIDTH-1:0] a,
    input logic [WIDTH-1:0] b,
    output logic [WIDTH-1:0] c
);
    assign c = a[WIDTH-1] ? a + b : a - b;
endmodule
module arithmetic_op10 #(parameter WIDTH = 8) (
    input logic [WIDTH-1:0] a,
    input logic [WIDTH-1:0] b,
    output logic [WIDTH-1:0] c
);
    assign c = ((a & b) ^ (a | b)) + {{(WIDTH/2){1'b0}}, a[WIDTH/2-1:0]};
endmodule
module arithmetic_op11 #(parameter WIDTH = 8) (
    input logic [WIDTH-1:0] a,
    input logic [WIDTH-1:0] b,
    output logic [WIDTH-1:0] c
);
    assign c = a + {b[WIDTH-WIDTH/4-1:0], b[WIDTH-1:WIDTH-WIDTH/4]};
endmodule
module arithmetic_op12 #(parameter WIDTH = 8) (
    input logic [WIDTH-1:0] a,
    input logic [WIDTH-1:0] b,
    output logic [WIDTH-1:0] c
);
    logic [WIDTH-1:0] b_reversed;
    genvar i;
    generate
        for (i = 0; i < WIDTH; i = i + 1) begin : reverse_bits
            assign b_reversed[i] = b[WIDTH-1-i];
        end
    endgenerate
    assign c = a + b_reversed;
endmodule
module arithmetic_op13 #(parameter WIDTH = 8) (
    input logic [WIDTH-1:0] a,
    input logic [WIDTH-1:0] b,
    output logic [WIDTH-1:0] c
);
    logic [WIDTH-1:0] mask;
    assign mask = (1 << (b % WIDTH)) - 1;
    assign c = a & mask;
endmodule
module arithmetic_op14 #(parameter WIDTH = 8) (
    input logic [WIDTH-1:0] a,
    input logic [WIDTH-1:0] b,
    output logic [WIDTH-1:0] c
);
    genvar i;
    generate
        for (i = 0; i < WIDTH/2; i = i + 1) begin : interleave_bits
            assign c[i*2] = a[i+WIDTH/2];
            assign c[i*2+1] = b[i+WIDTH/2];
        end
    endgenerate
endmodule
module arithmetic_op15 #(parameter WIDTH = 8) (
    input logic [WIDTH-1:0] a,
    input logic [WIDTH-1:0] b,
    output logic [WIDTH-1:0] c
);
    assign c = (a > b) ? (a + (b << 1)) : (a - (b >> 1));
endmodule
module arithmetic_op16 #(parameter WIDTH = 8) (
    input logic [WIDTH-1:0] a,
    input logic [WIDTH-1:0] b,
    output logic [WIDTH-1:0] c
);
    assign c = {{(a[WIDTH-1:WIDTH/2] & b[WIDTH-1:WIDTH/2])}, {(a[WIDTH/2-1:0] ^ b[WIDTH/2-1:0])}};
endmodule
module arithmetic_op17 #(parameter WIDTH = 8) (
    input logic [WIDTH-1:0] a,
    input logic [WIDTH-1:0] b,
    output logic [WIDTH-1:0] c
);
    logic [WIDTH-1:0] mask;
    genvar i;
    generate
        for (i = 0; i < WIDTH; i = i + 1) begin : create_mask
            assign mask[i] = (i % 2 == 0) ? 1'b1 : 1'b0;
        end
    endgenerate
    assign c = a + (b & mask);
endmodule
module arithmetic_op18 #(parameter WIDTH = 8) (
    input logic [WIDTH-1:0] a,
    input logic [WIDTH-1:0] b,
    output logic [WIDTH-1:0] c
);
    assign c = a + (~a & b);
endmodule
module arithmetic_op19 #(parameter WIDTH = 8) (
    input logic [WIDTH-1:0] a,
    input logic [WIDTH-1:0] b,
    output logic [WIDTH-1:0] c
);
    assign c = {{(a[WIDTH-1:WIDTH/2] + b[WIDTH-1:WIDTH/2])}, {(a[WIDTH/2-1:0] - b[WIDTH/2-1:0])}};
endmodule
module arithmetic_op20 #(parameter WIDTH = 8) (
    input logic [WIDTH-1:0] a,
    input logic [WIDTH-1:0] b,
    output logic [WIDTH-1:0] c
);
    assign c = (a + b) ^ (a - b);
endmodule
module arithmetic_op21 #(parameter WIDTH = 8) (
    input logic [WIDTH-1:0] a,
    input logic [WIDTH-1:0] b,
    output logic [WIDTH-1:0] c
);
    assign c = (a[WIDTH/4-1:0] << (WIDTH/2)) + {{(3*WIDTH/4){1'b0}}, b[WIDTH-1:3*WIDTH/4]};
endmodule
module arithmetic_op22 #(parameter WIDTH = 8) (
    input logic [WIDTH-1:0] a,
    input logic [WIDTH-1:0] b,
    output logic [WIDTH-1:0] c
);
    logic [WIDTH/2-1:0] middle;
    assign middle = a[3*WIDTH/4-1:WIDTH/4] + b[3*WIDTH/4-1:WIDTH/4];
    assign c = {a[WIDTH-1:3*WIDTH/4], middle, b[WIDTH/4-1:0]};
endmodule
module arithmetic_op23 #(parameter WIDTH = 8) (
    input logic [WIDTH-1:0] a,
    input logic [WIDTH-1:0] b,
    output logic [WIDTH-1:0] c
);
    assign c = a[0] ? ((a & b) + (a | b)) : ((a ^ b) - (a & b));
endmodule
module arithmetic_op24 #(parameter WIDTH = 8) (
    input logic [WIDTH-1:0] a,
    input logic [WIDTH-1:0] b,
    output logic [WIDTH-1:0] c
);
    genvar i;
    generate
        for (i = 0; i < WIDTH; i = i + 1) begin : alternate_ops
            assign c[i] = (i % 2 == 0) ? (a[i] & b[i]) : (a[i] | b[i]);
        end
    endgenerate
endmodule
module arithmetic_op25 #(parameter WIDTH = 8) (
    input logic [WIDTH-1:0] a,
    input logic [WIDTH-1:0] b,
    output logic [WIDTH-1:0] c
);
    assign c = a + (b >> 1) + (b >> 2) + (b >> 3);
endmodule
```
`design/flow/run.sh`:
```
#!/bin/bash
# OpenROAD 26Q1-2900-gdf79404cd8, Yosys 0.63+post, stock flow scripts
make -C /OpenROAD-flow-scripts/flow DESIGN_CONFIG=/design/flow/config.mk WORK_HOME=/design/flow/orfs finish
```
`design/flow/constraint.sdc`:
```
current_design arithmetic_op6

set clk_period 1.5
set clk_io_pct 0.2

create_clock -name clk0 -period $clk_period

set non_clock_inputs [all_inputs -no_clocks]
set_input_delay [expr $clk_period * $clk_io_pct] -clock clk0 $non_clock_inputs
set_output_delay [expr $clk_period * $clk_io_pct] -clock clk0 [all_outputs]
```
`design/flow/config.mk`:
```
export PLATFORM = sky130hd
export DESIGN_NAME = arithmetic_op6
export DESIGN_NICKNAME = arithmetic_op6
export VERILOG_FILES = /design/flow/design.v
export SDC_FILE = /design/flow/constraint.sdc
export NUM_CORES = 4
export LEC_CHECK = 1
export CORE_AREA = 10 10 70 70
export DIE_AREA = 0 0 80 80
```
==> impl_metrics.json <==
{
  "clockBufferCount": 0,
  "synth-compound-area-share": 0.110,
  "placedCellCount": 94,
  "hpwl_um": 716,
  "crit_fanout": 2,
  "postCtsHoldBufs": 0,
  "hp-class": "in2out",
  "outcome": "finished with violations",
  "hold_viol_final": 0,
  "yosys.stat.seqShare": 0,
  "die-area_um2": 6400,
  "final_cells": 99,
  "whs_endpoint": "c[2]",
  "first_iter_violations": 3,
  "violations": "setup timing",
  "viasPerCell": 2.65,
  "rsz0062_at_grt": "yes",
  "io_buffers": 24,
  "hold_start": "a[2]",
  "ys_area_um2": 136,
  "syn_area_per_cell_um2": 6.82,
  "finalMaxSlewViolations": 0,
  "ys_sh_xor": 0.321,
  "worst_slack_ns": -0.0509,
  "pre_cts_slack_ns": -0.884,
  "tightest_slew_ns": 0.249,
  "flop-count": 0,
  "postRouteAntennaNets": 0,
  "synthAdderAreaFrac": 0.0917,
  "wl_per_cell_um": 8.45,
  "vias": 262,
  "routed_wl_um": 837,
  "ios": 24,
  "core_util_floorplan": 0.0399,
  "antenna-diode-count": 0,
  "netlist_instances": 20,
  "yosys_warnings": 0,
  "max_freq_ghz": 0.645,
  "top_cells_by_area": "xnor2_1, nor2_1, ha_1, nor4_2, or2_1",
  "drc": 0,
  "drive_gt1_frac": 0.604,
  "endpoint_kind": "output pin",
  "crit_type": "in2out",
  "maxSlewHeadroom": 0.834,
  "ys_sh_mux": 0,
  "period_used_share": 1.03,
  "required_ns": 1.20,
  "grt_pass1_vias": 256,
  "fillCellCount": 392,
  "setup_violations": 1,
  "gr-usage-all-layers": 0.0219,
  "die_w_um": 80,
  "top_cells_by_count": "nor2_1, xnor2_1, or2_1",
  "regArea_um2": 0,
  "antenna_found_initial": 0,
  "ir_drop_mv": 0.0311,
  "firstDrtPassIters": 4,
  "synthTopLogicFamily": "simple AND/OR/NAND/NOR gates",
  "finalCriticalPeriod_ns": 1.55,
  "gp_congestion": 0.767,
  "yosys.cell_types.count": 10,
  "grt_pass1_wl_um": 1200,
  "overflow": 0,
  "top_cell": "nor2_1",
  "synth_area_um2": 136,
  "leakage_uw": 0.000211,
  "top_cell_area_share": 0.257,
  "arrival_ns": 1.25,
  "holdPathStages": 4,
  "grt_max_degree": 4,
  "yosys.area_share.simple": 0.450,
  "critPathLaunchType": "input port",
  "max-cap-violations": 0,
  "rows": 21,
  "yosys_cells": 20,
  "warnings": 34,
  "core_area_um2": 3420,
  "area_delta_synth_final_pct": 287,
  "die_y_um": 80,
  "netlist.top_cell.by_area": "xnor2_1",
  "powerDensity_nw_per_um2": 273
}
cell usage in the layout (no fill, tap or decap):
cell type	n
inv_2	1
dlygate4sd2_1	7
buf_2	3
o221ai_2	1
nor2_4	2
clkdlybuf4s50_1	5
xnor2_2	1
buf_4	8
buf_6	5
clkbuf_2	3
nor4_4	1
ha_2	1
o22ai_2	1
or2_1	2
xor2_1	1
nor2_1	1
clkdlybuf4s15_1	2
xnor2_1	3
nor2_2	4
nor3_2	1
cells by family after synthesis:
family | Yosys count
adders and majority gates | 1
xor gates and xnor gates | 5
buffers and inverters | 1
and+or+nand+nor | 11
AOI/OAI and AO/OA | 2
final cells by class:
cell class,instances,area [um2],area share
inverter,1,3.75,0.00711
multi-input combinational,19,189,0.358
timing repair buffer,33,278,0.526
tap,46,57.6,0.109
where the power goes:
part           internal [uW]  switching (uW)
logic                   96.4            47.9
clock network              0               0
registers                  0               0
worst max-delay path by stage:
stage | start | end | slack (ns)
6_report | a[2] | c[5] | -0.05
4_1_cts | a[2] | c[5] | -0.09
5_1_grt | a[2] | c[5] | -0.11
per-stage QoR:
stage / util / total power (uW) / hold WS [ns] / area [um2] / setup TNS, ns
final: 0.155 / 144 / 1.11 / 528 / -0.0509
after global routing: 0.155 / 158 / 1.16 / 528 / -0.197
after CTS: 0.148 / 137 / 1.13 / 507 / -0.101
after detailed placement: 0.136 / 139 / 1.59 / 464 / -4.41
after global placement: 0.136 / 138 / 1.60 / 464 / -4.36
after floorplan: - / 32.3 / 0.618 / 136 / 0
critical path, cell delays in order:
cell and delay, ns:
buf_6 0.09, or2_1 0.22, ha_2 0.19, o221ai_2 0.07, buf_4 0.14, xor2_1 0.12
buf_2 0.11
repair_timing:
action | 4_1_cts | 5_1_grt
buffers inserted | 4 | 1
resized | 55 | 11
pin swaps | 10 | 5
endpoints found under the hold margin | 0 | 0
setup endpoints to repair | 8 | 6
cloned | 0 | 0
layer usage:
metal  global-route usage  vias to the layer above  wire length (um)
met5                    0                        -                 0
met4                    0                        0                 0
met3               0.0159                        0               194
met2               0.0289                       19               301
met1               0.0297                      108               341
li1                     -                      135                 -
No activity file was given, so power comes from the tool's default toggle rates.
